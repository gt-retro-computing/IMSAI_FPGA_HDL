## ./config.mk

```make
export PLATFORM = sky130hd
export DESIGN_NAME = ufifo
export DESIGN_NICKNAME = ufifo
export VERILOG_FILES = /design/flow/design.v
export SDC_FILE = /design/flow/constraint.sdc
export NUM_CORES = 4
export LEC_CHECK = 1
export CORE_UTILIZATION = 30
```

## ./constraint.sdc

```tcl
current_design ufifo

set clk_period 3.5
set clk_io_pct 0.2

create_clock -name clk0 -period $clk_period [get_ports {i_clk}]

set non_clock_inputs [all_inputs -no_clocks]
set_input_delay [expr $clk_period * $clk_io_pct] -clock clk0 $non_clock_inputs
set_output_delay [expr $clk_period * $clk_io_pct] -clock clk0 [all_outputs]
```

## ./design.v

```verilog
`default_nettype	none
module ufifo #(
		parameter	BW=8,	 
		parameter [3:0]	LGFLEN=4,
		parameter [0:0]	RXFIFO=1'b1,
		localparam	FLEN=(1<<LGFLEN)
	) (
		input	wire		i_clk, i_reset,
		input	wire		i_wr,
		input	wire [(BW-1):0]	i_data,
		output	wire		o_empty_n,  
		input	wire		i_rd,
		output	wire [(BW-1):0]	o_data,
		output	wire	[15:0]	o_status,
		output	wire		o_err
	);
	reg	[(BW-1):0]	fifo[0:(FLEN-1)];
	reg	[(BW-1):0]	r_data, last_write;
	reg	[(LGFLEN-1):0]	wr_addr, rd_addr, r_next;
	reg			will_overflow, will_underflow;
	reg			osrc;
	wire	[(LGFLEN-1):0]	w_waddr_plus_one, w_waddr_plus_two;
	wire			w_write, w_read;
	reg	[(LGFLEN-1):0]	r_fill;
	wire	[3:0]		lglen;
	wire			w_half_full;
	reg	[9:0]		w_fill;
	assign	w_write = (i_wr && (!will_overflow || i_rd));
	assign	w_read  = (i_rd && o_empty_n);
	assign	w_waddr_plus_two = wr_addr + 2;
	assign	w_waddr_plus_one = wr_addr + 1;
	initial	will_overflow = 1'b0;
	always @(posedge i_clk)
	if (i_reset)
		will_overflow <= 1'b0;
	else if (i_rd)
		will_overflow <= (will_overflow)&&(i_wr);
	else if (w_write)
		will_overflow <= (will_overflow)||(w_waddr_plus_two == rd_addr);
	else if (w_waddr_plus_one == rd_addr)
		will_overflow <= 1'b1;
	initial	wr_addr = 0;
	always @(posedge i_clk)
	if (i_reset)
		wr_addr <= { (LGFLEN){1'b0} };
	else if (w_write)
		wr_addr <= w_waddr_plus_one;
	always @(posedge i_clk)
	if (w_write)  
		fifo[wr_addr] <= i_data;
	initial	will_underflow = 1'b1;
	always @(posedge i_clk)
	if (i_reset)
		will_underflow <= 1'b1;
	else if (i_wr)
		will_underflow <= 1'b0;
	else if (w_read)
		will_underflow <= (will_underflow)||(r_next == wr_addr);
	initial	rd_addr = 0;
	initial	r_next  = 1;
	always @(posedge i_clk)
	if (i_reset)
	begin
		rd_addr <= 0;
		r_next  <= 1;
	end else if (w_read)
	begin
		rd_addr <= rd_addr + 1;
		r_next  <= rd_addr + 2;
	end
	always @(posedge i_clk)
	if (w_read)
		r_data <= fifo[r_next[LGFLEN-1:0]];
	always @(posedge i_clk)
	if (i_wr && (!o_empty_n || (w_read && r_next == wr_addr)))
		last_write <= i_data;
	initial	osrc = 1'b0;
	always @(posedge i_clk)
	if (i_reset)
		osrc <= 1'b0;
	else if (i_wr && (!o_empty_n || (w_read && r_next == wr_addr)))
		osrc <= 1'b1;
	else if (i_rd)
		osrc <= 1'b0;
	assign o_data = (osrc) ? last_write : r_data;
	generate if (RXFIFO)
	begin : RXFIFO_FILL
		initial	r_fill = 0;
		always @(posedge i_clk)
		if (i_reset)
			r_fill <= 0;
		else case({ w_write, w_read })
		2'b01:	r_fill <= r_fill - 1'b1;
		2'b10:	r_fill <= r_fill + 1'b1;
		default:  begin end
		endcase
	end else begin : TXFIFO_FILL
		initial	r_fill = -1;
		always @(posedge i_clk)
		if (i_reset)
			r_fill <= -1;
		else case({ w_write, w_read })
		2'b01:	r_fill <= r_fill + 1'b1;
		2'b10:	r_fill <= r_fill - 1'b1;
		default:  begin end
		endcase
	end endgenerate
	assign o_err = (i_wr && !w_write);
	assign lglen = LGFLEN;
	always @(*)
	begin
		w_fill = 0;
		w_fill[(LGFLEN-1):0] = r_fill;
	end
	assign	w_half_full = r_fill[(LGFLEN-1)];
	assign	o_status = {
		lglen,
		w_fill,
		w_half_full,
		(RXFIFO!=0)?!will_underflow:!will_overflow
	};
	assign	o_empty_n = !will_underflow;
endmodule
```

## ./run.sh

```bash
#!/bin/bash
# OpenROAD 26Q1-2900-gdf79404cd8, Yosys 0.63+post, stock flow scripts
make -C /OpenROAD-flow-scripts/flow DESIGN_CONFIG=/design/flow/config.mk WORK_HOME=/design/flow/orfs finish
```

==> GITHUB_STEP_SUMMARY <==
## Synthesis and layout report

| Metric | Value |
|---|---|
| Final core occ | `0.360` |
| Largest net degree at the start of global routing | `22` |
| Routed Antenna Nets | `0` |
| Chip area | `23100 sq um` |
| Residual DRC | `6` |
| Worst clock skew | `5.56 ps` |
| Crit start category | `input port` |
| Pwr dens | `544 nW/um^2` |
| Later-pin clock latency in the skew report | `420 ps` |
| Asr flop ratio synth | `0` |
| Hold-critical path endpoint | `will_overflow` |
| Die Ht | `152 microns` |
| Post-synth area hogs | `edfxtp_1, mux4_2, mux4_1` |
| Num CTS Buffers | `17` |
| Worst VDD drop | `0.000240 V` |
| CP Class | `input port to flip-flop` |
| Die width | `152 microns` |
| Synthesized area per cell | `18.5 sq um` |
| Area leader, netlist | `edfxtp_1` |
| Yosys Instances | `366` |
| Hold Buf Count CTS | `0` |
| Pre-Place Util | `0.308` |
| Req. time, crit path | `3810 ps` |
| Top-area cell type share of the netlist area | `0.640` |
| TritonCTS clock tree | `built` |
| Storage cell area | `4710 sq um` |
| Vias per inst | `4.57` |
| Clk pin slew, worst setup/hold paths | `60 ps` |
| Slowest Stage Delay on Critical Path | `470 ps` |
| R2R depth | `3` |
| Launch point of the worst reg-to-reg path | `r_next[0]` |
| Routed WL per cell | `16.8 microns` |
| Failing checks | `design-rule violations` |
| Hold_sp | `will_overflow` |
| Hold/Removal Path Class | `flip-flop to flip-flop` |
| IO buf count | `27` |
| Comb gate area | `1850 sq um` |
| Overall Global Routing Usage | `0.114` |
| Crit-path cells | `clkdlybuf4s50_1, nand2b_1, and2_1, ha_1, inv_1, ha_1, a21o_1, a21oi_1, mux2i_1, mux2_2` |
| Data arrival, critical path | `3140 ps` |
| Worst-path maximum fanout | `5` |
| Cell family with most CP delay | `buffers and inverters` |
| Flops after synth | `163` |
| Initial antenna violation count | `0` |
| Post-CTS setup buffers | `0` |
| Most frequent CP cell | `ha_1` |
| RSZ-0062 raised after global routing | `false` |
| Htree depth | `4` |
| Measured slew at the worst slew-check pin | `848 ps` |
| 1st-pass router iterations | `46` |
| Final WL | `11700 microns` |
| Fraction of layout cells with a size suffix above 1 | `0.188` |
| Clock Path Buffers | `2` |
| Max-cap violations | `0` |
| Top FF cell, synth | `edfxtp_1` |
| Final setup viols | `0` |
| CP bufs+invs | `2` |
| Yosys stat area | `6760 sq um` |
| Vias in the first global route | `3395` |
| Max-Slew Margin vs Limit | `0.433` |
| F_max | `0.353 GHz` |
| First-pass GRT wire length | `18900 microns` |
| Core Region | `22000 sq um` |
| Boundary Pins | `38` |
| Synth unique cells | `40` |
| Fin. max-slew vios | `0` |
| Antenna Cells | `0` |
| Filler cells | `1954` |
| Hold-critical path depth | `1` |
| DR vias | `3181` |
| Clock root cell | `clkbuf_16` |
| Setup crit end kind | `flip-flop` |
| Std-Cell Rows | `54` |
| Post-synth seq share | `0.696` |
| Overflow after GRT | `0` |
| Pleak | `0.00265 uW` |
| R2R Path End | `r_data[5]` |
| Post-Syn Area | `6760 sq um` |
| Hold Violations, Final | `0` |
| Dominant logic cell type in the layout | `edfxtp_1` |
| Synth Instances | `366` |
| Synth warn | `1` |
| Drt initial violations | `186` |
| Internal reg-to-reg setup slack | `1150 ps` |
| Area grow syn2layout | `16.9%` |
| Critical-path top delay cell | `clkdlybuf4s50_1` |
| Fin crit period | `2830 ps` |
| Post-layout period usage | `0.809` |
| Tool Warnings | `28` |
| Outcome | `complete, but fails checks` |
| Number of enable flip-flop cells | `144` |
| Top cells excl fill/tap | `edfxtp_1, nor2_1, clkdlybuf4s50_1, mux4_2` |
| Clock Sink Count | `163` |
| Fin Setup TNS | `0 ps` |
| Routability cong. | `0.832` |
| Resized cells post-CTS | `0` |
| DP Wirelength | `8050 microns` |
[sequential cells by signal, summed over array words and instances, names as in the netlist]
| name | flops |
|---|---|
| will_underflow | 1 |
| rd_addr | 4 |
| r_fill | 4 |
| wr_addr | 4 |
| osrc | 1 |
| last_write | 8 |
| fifo | 128 |
| r_data | 8 |
| r_next | 4 |
| will_overflow | 1 |
[where the power goes]
group          internal (uW)  switching (uW)
Clock                   1050             717
Sequential              2170            43.7
Combinational            177             139
[worst reg2reg max path: stages (launching register included)]
cell and delay [ps]:
dfxtp_2 680, buf_12 270, mux4_1 630, mux4_2 500
[cell type report]
class | count | area share
clock buffers | 20 | 0.0552
clock inverters | 12 | 0.0166
inverters | 6 | 0.00285
multi-input cells | 171 | 0.234
flip-flops and latches | 163 | 0.595
well taps | 280 | 0.0443
repair buffers | 44 | 0.0519
[synthesized netlist by cell type (2+ instances only)]
library cell	count
edfxtp_1	144
nor2_1	35
mux4_2	22
dfxtp_1	19
mux4_1	18
clkbuf_1	14
buf_4	13
ha_1	10
xnor2_1	10
xor2_1	10
mux2_2	9
nand2_1	9
a21oi_1	7
inv_1	5
nor3_1	5
nand2b_1	4
nand3_1	3
buf_2	2
buf_6	2
buf_8	2
conb_1	2
mux2i_1	2
o21bai_1	2
[per-layer routing]
metal	wire length (microns)	track usage	share of wire	vias up
met5	0	0.00621	0	-
met4	206	0.0165	0.018	0
met3	1060	0.0604	0.091	13
met2	5440	0.168	0.47	114
met1	4960	0.159	0.43	1576
li1	-	-	-	1478
[cells by family (layout without fill, tap and decap cells)]
logic type,Yosys count,after routing,synth area share
other cells,2,10,0.00111
compound gates,16,16,0.0154
fa+ha+maj,11,11,0.0215
xor+xnor,21,21,0.0292
mux,51,51,0.161
simple gates,62,62,0.0405
buf+inv,40,82,0.0353
flops,163,163,0.696
[worst max path at each step]
stage,start,endpoint,slack [ps],cells after the start
4_1_cts,i_rd,r_fill[3],700,10
5_1_grt,i_rd,r_fill[3],560,10
6_report,i_rd,r_fill[3],670,10
[stage by stage]
step | hold slack (ps) | area (sq um) | setup WS (ps) | total power (uW) | cells
final | 524 | 7910 | 668 | 4300 | 696
after CTS | 522 | 7910 | 699 | 4340 | 696
after floorplan | 465 | 6790 | 730 | 2450 | 374
after global routing | 549 | 7910 | 561 | 4460 | 696
after detailed placement | 506 | 7340 | 254 | 2580 | 664
after global placement | 490 | 7340 | 293 | 2570 | 664
Power figures rest on the tool's default switching activity, not on a simulated workload.
