$ cat flow/run.sh
#!/bin/bash
# OpenROAD 26Q1-2900-gdf79404cd8, Yosys 0.63+post, stock flow scripts
make -C /OpenROAD-flow-scripts/flow DESIGN_CONFIG=/design/flow/config.mk WORK_HOME=/design/flow/orfs finish
$ cat flow/config.mk
export PLATFORM = sky130hd
export DESIGN_NAME = sdram_controller
export DESIGN_NICKNAME = sdram_controller
export VERILOG_FILES = /design/flow/design.v
export SDC_FILE = /design/flow/constraint.sdc
export NUM_CORES = 4
export LEC_CHECK = 1
export CORE_UTILIZATION = 30
$ cat flow/constraint.sdc
current_design sdram_controller

set clk_period 3.0
set clk_io_pct 0.2

create_clock -name clk0 -period $clk_period [get_ports {clk}]

set non_clock_inputs [all_inputs -no_clocks]
set_input_delay [expr $clk_period * $clk_io_pct] -clock clk0 $non_clock_inputs
set_output_delay [expr $clk_period * $clk_io_pct] -clock clk0 [all_outputs]
$ cat flow/design.v
`default_nettype none
module sdram_controller (
    wr_addr,
    wr_data,
    wr_enable,
    rd_addr,
    rd_data,
    rd_ready,
    rd_enable,
    busy, rst_n, clk,
    addr, bank_addr, data, clock_enable, cs_n, ras_n, cas_n, we_n,
    data_mask_low, data_mask_high
);
parameter ROW_WIDTH = 13;
parameter COL_WIDTH = 9;
parameter BANK_WIDTH = 2;
parameter SDRADDR_WIDTH = ROW_WIDTH > COL_WIDTH ? ROW_WIDTH : COL_WIDTH;
parameter HADDR_WIDTH = BANK_WIDTH + ROW_WIDTH + COL_WIDTH;
parameter CLK_FREQUENCY = 133;   
parameter REFRESH_TIME =  32;    
parameter REFRESH_COUNT = 8192;  
localparam CYCLES_BETWEEN_REFRESH = ( CLK_FREQUENCY
                                      * 1_000
                                      * REFRESH_TIME
                                    ) / REFRESH_COUNT;
localparam IDLE      = 5'b00000;
localparam INIT_NOP1 = 5'b01000,
           INIT_PRE1 = 5'b01001,
           INIT_NOP1_1=5'b00101,
           INIT_REF1 = 5'b01010,
           INIT_NOP2 = 5'b01011,
           INIT_REF2 = 5'b01100,
           INIT_NOP3 = 5'b01101,
           INIT_LOAD = 5'b01110,
           INIT_NOP4 = 5'b01111;
localparam REF_PRE  =  5'b00001,
           REF_NOP1 =  5'b00010,
           REF_REF  =  5'b00011,
           REF_NOP2 =  5'b00100;
localparam READ_ACT  = 5'b10000,
           READ_NOP1 = 5'b10001,
           READ_CAS  = 5'b10010,
           READ_NOP2 = 5'b10011,
           READ_READ = 5'b10100;
localparam WRIT_ACT  = 5'b11000,
           WRIT_NOP1 = 5'b11001,
           WRIT_CAS  = 5'b11010,
           WRIT_NOP2 = 5'b11011;
localparam CMD_PALL = 8'b10010001,
           CMD_REF  = 8'b10001000,
           CMD_NOP  = 8'b10111000,
           CMD_MRS  = 8'b1000000x,
           CMD_BACT = 8'b10011xxx,
           CMD_READ = 8'b10101xx1,
           CMD_WRIT = 8'b10100xx1;
input  [HADDR_WIDTH-1:0]   wr_addr;
input  [15:0]              wr_data;
input                      wr_enable;
input  [HADDR_WIDTH-1:0]   rd_addr;
output [15:0]              rd_data;
input                      rd_enable;
output                     rd_ready;
output                     busy;
input                      rst_n;
input                      clk;
output [SDRADDR_WIDTH-1:0] addr;
output [BANK_WIDTH-1:0]    bank_addr;
inout  [15:0]              data;
output                     clock_enable;
output                     cs_n;
output                     ras_n;
output                     cas_n;
output                     we_n;
output                     data_mask_low;
output                     data_mask_high;
reg  [HADDR_WIDTH-1:0]   haddr_r;
reg  [15:0]              wr_data_r;
reg  [15:0]              rd_data_r;
reg                      busy;
reg                      data_mask_low_r;
reg                      data_mask_high_r;
reg [SDRADDR_WIDTH-1:0]  addr_r;
reg [BANK_WIDTH-1:0]     bank_addr_r;
reg                      rd_ready_r;
wire [15:0]              data_output;
wire                     data_mask_low, data_mask_high;
assign data_mask_high = data_mask_high_r;
assign data_mask_low  = data_mask_low_r;
assign rd_data        = rd_data_r;
reg [3:0] state_cnt;
reg [9:0] refresh_cnt;
reg [7:0] command;
reg [4:0] state;
reg [7:0] command_nxt;
reg [3:0] state_cnt_nxt;
reg [4:0] next;
assign {clock_enable, cs_n, ras_n, cas_n, we_n} = command[7:3];
assign bank_addr      = (state[4]) ? bank_addr_r : command[2:1];
assign addr           = (state[4] | state == INIT_LOAD) ? addr_r : { {SDRADDR_WIDTH-11{1'b0}}, command[0], 10'd0 };
assign data = (state == WRIT_CAS) ? wr_data_r : 16'bz;
assign rd_ready = rd_ready_r;
always @ (posedge clk)
  if (~rst_n)
    begin
    state <= INIT_NOP1;
    command <= CMD_NOP;
    state_cnt <= 4'hf;
    haddr_r <= {HADDR_WIDTH{1'b0}};
    wr_data_r <= 16'b0;
    rd_data_r <= 16'b0;
    busy <= 1'b0;
    end
  else
    begin
    state <= next;
    command <= command_nxt;
    if (!state_cnt)
      state_cnt <= state_cnt_nxt;
    else
      state_cnt <= state_cnt - 1'b1;
    if (wr_enable)
      wr_data_r <= wr_data;
    if (state == READ_READ)
      begin
      rd_data_r <= data;
      rd_ready_r <= 1'b1;
      end
    else
      rd_ready_r <= 1'b0;
    busy <= state[4];
    if (rd_enable)
      haddr_r <= rd_addr;
    else if (wr_enable)
      haddr_r <= wr_addr;
    end
always @ (posedge clk)
 if (~rst_n)
   refresh_cnt <= 10'b0;
 else
   if (state == REF_NOP2)
     refresh_cnt <= 10'b0;
   else
     refresh_cnt <= refresh_cnt + 1'b1;
always @*
begin
    if (state[4])
      {data_mask_low_r, data_mask_high_r} = 2'b00;
    else
      {data_mask_low_r, data_mask_high_r} = 2'b11;
   bank_addr_r = 2'b00;
   addr_r = {SDRADDR_WIDTH{1'b0}};
   if (state == READ_ACT | state == WRIT_ACT)
     begin
     bank_addr_r = haddr_r[HADDR_WIDTH-1:HADDR_WIDTH-(BANK_WIDTH)];
     addr_r = haddr_r[HADDR_WIDTH-(BANK_WIDTH+1):HADDR_WIDTH-(BANK_WIDTH+ROW_WIDTH)];
     end
   else if (state == READ_CAS | state == WRIT_CAS)
     begin
     bank_addr_r = haddr_r[HADDR_WIDTH-1:HADDR_WIDTH-(BANK_WIDTH)];
     addr_r = {
               {SDRADDR_WIDTH-(11){1'b0}},
               1'b1,                        
               {10-COL_WIDTH{1'b0}},
               haddr_r[COL_WIDTH-1:0]
              };
     end
   else if (state == INIT_LOAD)
     begin
     addr_r = {{SDRADDR_WIDTH-10{1'b0}}, 10'b1000110000};
     end
end
always @*
begin
   state_cnt_nxt = 4'd0;
   command_nxt = CMD_NOP;
   if (state == IDLE)
        if (refresh_cnt >= CYCLES_BETWEEN_REFRESH)
          begin
          next = REF_PRE;
          command_nxt = CMD_PALL;
          end
        else if (rd_enable)
          begin
          next = READ_ACT;
          command_nxt = CMD_BACT;
          end
        else if (wr_enable)
          begin
          next = WRIT_ACT;
          command_nxt = CMD_BACT;
          end
        else
          begin
          next = IDLE;
          end
    else
      if (!state_cnt)
        case (state)
          INIT_NOP1:
            begin
            next = INIT_PRE1;
            command_nxt = CMD_PALL;
            end
          INIT_PRE1:
            begin
            next = INIT_NOP1_1;
            end
          INIT_NOP1_1:
            begin
            next = INIT_REF1;
            command_nxt = CMD_REF;
            end
          INIT_REF1:
            begin
            next = INIT_NOP2;
            state_cnt_nxt = 4'd7;
            end
          INIT_NOP2:
            begin
            next = INIT_REF2;
            command_nxt = CMD_REF;
            end
          INIT_REF2:
            begin
            next = INIT_NOP3;
            state_cnt_nxt = 4'd7;
            end
          INIT_NOP3:
            begin
            next = INIT_LOAD;
            command_nxt = CMD_MRS;
            end
          INIT_LOAD:
            begin
            next = INIT_NOP4;
            state_cnt_nxt = 4'd1;
            end
          REF_PRE:
            begin
            next = REF_NOP1;
            end
          REF_NOP1:
            begin
            next = REF_REF;
            command_nxt = CMD_REF;
            end
          REF_REF:
            begin
            next = REF_NOP2;
            state_cnt_nxt = 4'd7;
            end
          WRIT_ACT:
            begin
            next = WRIT_NOP1;
            state_cnt_nxt = 4'd1;
            end
          WRIT_NOP1:
            begin
            next = WRIT_CAS;
            command_nxt = CMD_WRIT;
            end
          WRIT_CAS:
            begin
            next = WRIT_NOP2;
            state_cnt_nxt = 4'd1;
            end
          READ_ACT:
            begin
            next = READ_NOP1;
            state_cnt_nxt = 4'd1;
            end
          READ_NOP1:
            begin
            next = READ_CAS;
            command_nxt = CMD_READ;
            end
          READ_CAS:
            begin
            next = READ_NOP2;
            state_cnt_nxt = 4'd1;
            end
          READ_NOP2:
            begin
            next = READ_READ;
            end
          default:
            begin
            next = IDLE;
            end
          endcase
      else
        begin
        next = state;
        command_nxt = command;
        end
end
endmodule
==> impl_metrics.yaml <==
# implementation run metrics
status:
  haltStage: "clock tree synthesis (4_1_cts)"
  status: "aborted with a tool error"
  error: "[error] [KeplerFormal.cpp:679] Workflow failed: Iso has multiple drivers: .data0, data[0]$_SDFFE_PN0P_.Q0"
clocking:
  cts_made_buffers: 9
  cts_sinks: 92
  cts.htree.levels: 3
  root_buffer: "clkbuf_16"
  ctsLongestPathBuffers: 2
  cts.hold.buffers_added: 0
  post_cts_resized: 0
  post-cts-setup-buffers: 0
synth:
  syn_area_sq_um: 4190
  yosysTopAreaCell: "dfxtp_1"
  ys_seq_share_pct: 44.2
  synth_area_per_cell_sq_um: 8.67
  ys_types: 57
  numSynthFlops: 92
  ys_area_sq_um: 4190
  synth_cells: 483
  synth-edff-count: 1
  ys.flop_type: "dfxtp_1"
  yosysWarnings: 2
  top_cell_area_share_pct: 43.5
  async_reset_ff_share_pct: 0
  area_leaders: "dfxtp_1 (44%), mux2i_1 (13%), nor2_1 (8.1%)"
  ys_cells: 483
floorplan:
  rows: 42
  die_width_um: 120
  dieHeight_um: 120
  design.portCount: 124
  fp_util_pct: 31.1
placed_design:
  place_ws_ns: 0.173
  port_buffers: 105
  placedInstanceArea_sq_um: 5440
  dp_hpwl_um: 7580
  gp_congestion: 0.869
[cell families after synthesis]
family,share of synthesized area [%]
AND/OR/NAND/NOR,20.4
flip-flops,44.2
AND-OR/OR-AND,12.9
multiplexers,12.9
buffers and inverters,4.69
adder cells (fa/ha/maj),2.99
XOR/XNOR,1.67
other,0.179
[through the flow]
stage | cells | power [uW] | util [%]
2_1_floorplan | 483 | 1430 | -
3_5_place_dp | 750 | 1550 | 40.5
3_3_place_gp | 750 | 1550 | 40.5
[synthesized netlist by cell type (all sizes together), types with 2 or more instances]
cell type and count:
nor3b 3, o221ai 2, and3 9, clkbuf 22, buf 10, mux2i 53, o21ai 7, o22ai 6
nor3 4, a211oi 3, and2 2, nand4b 2, a31oi 2, dfxtp 91, inv 11, xnor2 3
or4 2, conb 2, o31a 2, nand2 56, ha 10, a21oi 48, nand4 5, xor2 5
nand3 10, nor2 91
Power is estimated from default activity; no workload was simulated.
