<file path="design/flow/design.v">
`default_nettype none
module uart_rx (
    i_uart_clk_x16,
    i_reset,
    o_data,
    o_data_rdy,
    i_rdy_ack,
    o_rdy_ack_clr,
    i_uart_rx
);
input wire i_uart_clk_x16, i_reset;
input wire i_uart_rx;
output reg [7:0] o_data;
output reg o_data_rdy;
input wire i_rdy_ack;
output reg o_rdy_ack_clr;
localparam  STATE_PENDING = 0,
            STATE_IDLE = 1,
            STATE_START = 2,
            STATE_RX = 3,
            STATE_END = 4;
reg [3:0] state = STATE_PENDING;
reg [3:0] oversample_counter = 0;
reg [2:0] bit_counter = 0;
reg [7:0] rx_buffer;
reg uart_rx, uart_rx_buf;
always @(posedge i_uart_clk_x16) begin
    {uart_rx, uart_rx_buf} <= {uart_rx_buf, i_uart_rx};
end
always @(posedge i_uart_clk_x16) begin
    if (i_rdy_ack) begin
        o_data_rdy <= 0;
        o_rdy_ack_clr <= 1;
    end
    if (o_rdy_ack_clr && !i_rdy_ack) begin
        o_rdy_ack_clr <= 0;
    end
    if (i_reset) begin
        o_data_rdy <= 0;
        o_rdy_ack_clr <= 0;
        oversample_counter <= 0;
        bit_counter <= 0;
        o_data <= 0;
        state <= STATE_PENDING;
    end
    if (state == STATE_PENDING) begin
        if (uart_rx)
            state <= STATE_IDLE; 
    end
    if (state == STATE_IDLE) begin
        if (~uart_rx) begin
            state <= STATE_START;
            oversample_counter <= 4;
        end
    end
    if (state == STATE_START) begin
        if (oversample_counter == 0) begin
            state <= STATE_RX;
            bit_counter <= 7;
        end
        oversample_counter <= oversample_counter - 1;
    end
    if (state == STATE_RX) begin
        oversample_counter <= oversample_counter - 1;
        if (oversample_counter == 0) begin
            rx_buffer <= {rx_buffer[6:0], uart_rx};
            bit_counter <= bit_counter - 1;
            if (bit_counter == 0) begin
                state <= STATE_END;
            end
        end
    end
    if (state == STATE_END) begin
        o_data <= rx_buffer;
        o_data_rdy <= 1;
        state <= STATE_PENDING;
    end
end
endmodule
</file>
<file path="design/flow/config.mk">
export PLATFORM = sky130hd
export DESIGN_NAME = uart_rx
export DESIGN_NICKNAME = uart_rx
export VERILOG_FILES = /design/flow/design.v
export SDC_FILE = /design/flow/constraint.sdc
export NUM_CORES = 4
export LEC_CHECK = 1
export CORE_AREA = 10 10 102 102
export DIE_AREA = 0 0 112 112
</file>
<file path="design/flow/constraint.sdc">
current_design uart_rx

set clk_period 3.2
set clk_io_pct 0.2

create_clock -name clk0 -period $clk_period [get_ports {i_uart_clk_x16}]

set non_clock_inputs [all_inputs -no_clocks]
set_input_delay [expr $clk_period * $clk_io_pct] -clock clk0 $non_clock_inputs
set_output_delay [expr $clk_period * $clk_io_pct] -clock clk0 [all_outputs]
</file>
<file path="design/flow/run.sh">
#!/bin/bash
# OpenROAD 26Q1-2900-gdf79404cd8, Yosys 0.63+post, stock flow scripts
make -C /OpenROAD-flow-scripts/flow DESIGN_CONFIG=/design/flow/config.mk WORK_HOME=/design/flow/orfs finish
</file>
==> impl_metrics.env <==
# flow metrics
export IMPL_yosys_area_top_type="edfxtp_1"
export IMPL_wl_per_cell_um=9.40
export IMPL_fp_util_pct=15.6
export IMPL_path_clk_slew_ns=0.07
export IMPL_ys_chip_area_um2=1280
export IMPL_fill_cells=868
export IMPL_path_class="primary input to register"
export IMPL_grt_max_degree=14
export IMPL_place_gp_congestion=0.737
export IMPL_max_freq_mhz=568
export IMPL_p_leak_nw=0.572
export IMPL_dr_pass1_iters=4
export IMPL_core_rowCount=33
export IMPL_dpl_hpwl_mm=1.45
export IMPL_syn_to_final_growth_pct=26.0
export IMPL_routed_wl_mm=2.08
export IMPL_ys_types=40
export IMPL_slowest_delay_ns=0.64
export IMPL_numCtsBuffers=5
export IMPL_synth_top_flop_cell="edfxtp_1"
export IMPL_final_cells=221
export IMPL_core_area_um2=8220
export IMPL_ys_cells=101
export IMPL_crit_slowest_cell="clkdlybuf4s50_1"
export IMPL_tritoncts="done"
export IMPL_ys_seq_share_pct=60.8
export IMPL_cts_root_buf="clkbuf_8"
export IMPL_htree_levels=2
export IMPL_async_flop_share_pct=0
export IMPL_cts_hold_fix_buffers=0
export IMPL_path_cells="clkdlybuf4s50_1 -> or2_2"
export IMPL_io_pins=14
export IMPL_startpoint_type="primary input"
export IMPL_drv_cap=0
export IMPL_skew_ns=0.00644
export IMPL_cts_resized=0
export IMPL_preCtsSetupSlack_ns=1.12
export IMPL_clockBufferDepth=2
export IMPL_finalSetupViolations=0
export IMPL_holdCritPathClass="register to register"
export IMPL_setup_ws_ns=1.44
export IMPL_finalCritPeriodShare_pct=55.0
export IMPL_ir_drop_uv=215
export IMPL_grt_pass1_wl_mm=3.52
export IMPL_vias_per_cell=3.38
export IMPL_clock_latency_ns=0.28
export IMPL_fin_tns_setup_ns=0
export IMPL_die_area_um2=12500
export IMPL_hold_viol=0
export IMPL_tightestPinTransition_ns=0.478
export IMPL_path_buffers=1
export IMPL_antenna_cells=0
export IMPL_drive_gt1_share_pct=13.8
export IMPL_cp_end_kind="register"
export IMPL_final_comb_area_um2=437
export IMPL_area_leaders="edfxtp_1, dfxtp_1, and2_1, ha_1, inv_1"
export IMPL_report_final_slew_viol_count=0
export IMPL_grt_antenna_before_repair=0
export IMPL_num_vias=747
export IMPL_post_cts_setup_buffer_count=0
export IMPL_grt_util_all_layers_pct=3.29
export IMPL_overflow=0
export IMPL_netlist_area_leader_share_pct=37.4
export IMPL_drc=0
export IMPL_status="finished, final reports clean"
export IMPL_path_max_fanout=13
export IMPL_synth_flops=31
export IMPL_worst_slew_margin_rel_pct=68.0
export IMPL_clock_sinks=31
export IMPL_crit_required_ns=3.22
export IMPL_warning_count=26
export IMPL_cp_arrival_ns=1.78
export IMPL_p_per_area_nw_per_um2=838
export IMPL_edf_count=16
export IMPL_total_power_w=0.00136
export IMPL_antenna_left=0
export IMPL_final_util_pct=19.7
export IMPL_finalCriticalPeriod_ns=1.76
export IMPL_synth_cells=101
export IMPL_top_cells_by_count="edfxtp_1, dfxtp_1, and2_1"
export IMPL_die_y_um=112
export IMPL_grt_pass1_vias=739
export IMPL_io_buffers=13
export IMPL_regArea_um2=781
export IMPL_critPathTopFamily="buffers and inverters"
export IMPL_rsz0062_at_grt="false"
export IMPL_synth_most_common_cell="edfxtp_1"
export IMPL_postSynthAreaPerCell_um2=12.7
export IMPL_dpl_cell_count=213
export IMPL_die_width_um=112
export IMPL_syn_area_um2=1280
export IMPL_first_iter_violations=13
export IMPL_yosys_warnings=1
==> flip-flops by register name (all words and copies together), names as in the netlist <==
signal,count
state,4
oversample_counter,4
bit_counter,3
o_data,8
uart_rx,1
uart_rx_buf,1
o_data_rdy,1
o_rdy_ack_clr,1
rx_buffer,8
==> final cells by class <==
type | count | share of cell area [%]
repair buffers | 13 | 8.04
clock buffers | 5 | 4.25
flip-flops and latches | 31 | 48.3
well taps | 105 | 8.12
inverters | 7 | 1.62
clock inverters | 3 | 2.71
multi-input cells | 57 | 27.0
==> per-stage QoR <==
stage               cell area [um^2]  hold WS, ns
floorplan                       1280        0.310
global placement                1510        0.316
detailed placement              1510        0.316
CTS                             1620        0.335
global route                    1620        0.347
finish                          1620        0.334
==> layer usage <==
metal  up-vias  share of wire [%]  global-route usage, %
li1        387                  -                      -
met1       337                 50                   4.72
met2        21                 40                   4.51
met3         2                8.8                   1.57
met4         0               0.48                  0.423
met5         -                  0                      0
==> kinds of logic after synthesis <==
| family | share of synthesized area [%] |
|---|---|
| buffers and inverters | 5.17 |
| and+or+nand+nor | 19.8 |
| muxes | 0.780 |
| xor gates and xnor gates | 0.682 |
| DFF | 60.8 |
| AOI/OAI and AO/OA | 9.84 |
| adders and majority gates | 2.92 |
==> final timing paths <==
check | from | endpoint | slack [ns] | cells past startpoint
min | uart_rx_buf | uart_rx | 0.33 | 0
max reg2reg | oversample_counter[0] | rx_buffer[1] | 1.50 | 4
min reg2reg | uart_rx_buf | uart_rx | 0.33 | 0
max | i_reset | o_data[6] | 1.44 | 2
==> layout by cell type (no fill, tap or decap), drive strengths merged, types with 2 or more instances in the layout <==
cell            n
inv             7
clkdlybuf4s50  13
nor2            3
a21boi          2
ha              3
and3            2
o21ai           2
dfxtp          15
clkbuf          5
o32ai           2
clkinv          2
nor2b           2
edfxtp         16
nor3            2
or2             2
o31ai           2
nand3b          2
and2            9
nor4b           2
nor3b           4
nand2           4
==> report_power, final <==
group	switching, W	leakage (nW)	total, W	internal, W
clock	0.000157	0.0581	0.000388	0.000232
sequential	0.0000858	0.280	0.000602	0.000516
combinational	0.000172	0.235	0.000366	0.000194
Power is estimated from default activity; no workload was simulated.
